--- ./run.sh ---
#!/bin/bash
# OpenROAD 26Q1-2900-gdf79404cd8, Yosys 0.63+post, stock flow scripts
make -C /OpenROAD-flow-scripts/flow DESIGN_CONFIG=/design/flow/config.mk WORK_HOME=/design/flow/orfs finish
--- ./config.mk ---
export PLATFORM = sky130hd
export DESIGN_NAME = alu
export DESIGN_NICKNAME = alu
export VERILOG_FILES = /design/flow/design.v
export SDC_FILE = /design/flow/constraint.sdc
export NUM_CORES = 4
export LEC_CHECK = 1
export CORE_UTILIZATION = 50
--- ./constraint.sdc ---
current_design alu

set clk_period 19.4
set clk_io_pct 0.2

create_clock -name clk0 -period $clk_period [get_ports {clk_p_i}]

set non_clock_inputs [all_inputs -no_clocks]
set_input_delay [expr $clk_period * $clk_io_pct] -clock clk0 $non_clock_inputs
set_output_delay [expr $clk_period * $clk_io_pct] -clock clk0 [all_outputs]
--- ./design.v ---
module alu(
             clk_p_i,
             reset_n_i,
             data_a_i,
             data_b_i,
             inst_i,
             data_o
             );
      input           clk_p_i;
      input           reset_n_i;
      input   [7:0]   data_a_i;
      input   [7:0]   data_b_i;
      input   [2:0]   inst_i;
      output reg  [15:0]  data_o;
      reg signed [15:0]   ALU_d2_w;
      reg signed [7:0]    data_a_d1_r;
      reg signed [7:0]    data_b_d1_r;
      reg signed [2:0]    inst_d1_r;
      always@ (*)
      begin
          case(inst_d1_r)
            3'b000:    ALU_d2_w = data_a_d1_r + data_b_d1_r;
            3'b001:    ALU_d2_w = data_b_d1_r - data_a_d1_r;
            3'b010:    ALU_d2_w = data_a_d1_r * data_b_d1_r;
            3'b011:    ALU_d2_w = {8'b0, data_a_d1_r & data_b_d1_r };
            3'b100:    ALU_d2_w = {8'b0, data_a_d1_r ^ data_b_d1_r };
            3'b101:    ALU_d2_w = data_a_d1_r >= 0 ? data_a_d1_r : data_a_d1_r * (-1);
            3'b110:    ALU_d2_w = ({1'b0, data_b_d1_r} + {1'b0, data_a_d1_r}) >> 1; 
            3'b111:    ALU_d2_w = {1'b0, data_b_d1_r} % {1'b0, data_a_d1_r}; 
            default:   ALU_d2_w = 0;
          endcase
      end
      always@(posedge clk_p_i or negedge reset_n_i)
      begin
          if (reset_n_i == 1'b0) begin
            data_a_d1_r <= 3'b0;
            data_b_d1_r <= 3'b0;
            inst_d1_r   <= 3'b0;
            data_o      <= 0;
          end else begin
            data_a_d1_r <= data_a_i;
            data_b_d1_r <= data_b_i;
            inst_d1_r   <= inst_i;
            data_o      <= ALU_d2_w;
          end
      end
endmodule
==> results_slide.txt <==
Synthesis and Place & Route Summary

Outcome
  • Status: finished, violations left
  • Failing checks: setup timing

Logic synthesis
  • Yosys warning count: 1
  • Compound Share, Synth: 0.2611
  • Fa+ha+maj area frac: 0.2810
  • Synthesized flop and latch total: 35
  • Syn Area/Cell: 7.969 um^2
  • Post-Synth Simple-Gate Area: 0.2063
  • Top cell area share: 0.1732
  • Leading area contributor after synthesis: ha_1
  • Yosys chip area: roughly 0.011 mm^2
  • Seq/Total Area, Yosys: 0.08135
  • Ys flop type: dfrtp_1
  • Post-synth EDFFs: 0
  • Post-synth top cells: ha_1, nor2_1, a21oi_1
  • Post-Syn Area: roughly 0.011 mm^2
  • Most numerous cell in the Yosys netlist: ha_1
  • Logic family by area: adder cells
  • Synth Instances: 1351
  • Unique masters post-synth: around 100
  • Mux area share: 0.04776
  • Yosys xor share: 0.06752
  • Synth async-reset ratio: 1.000
  • Post-synth area hogs: ha_1, fa_1, dfrtp_1
  • Ys cells: around 1400

Global route
  • Number of global-route vias before repair: approximately 11000
  • Grt met1 use: 0.4702
  • Gr usage total: 0.3303
  • First-pass GRT wire length: around 57000 um
  • Overflow after GRT: 0
  • Met3 GRT Util: 0.04992
  • Antenna violations before repair: 5
  • Busiest grt layer: met2
  • Largest net degree at the start of global routing: 29
  • Met2 GRT Util: 0.5379

Drt
  • Initial DRC Count: ~540
  • Final WL: between 30000 and 40000 um
  • Residual DRC count: 0
  • Routed len/inst: roughly 17 um
  • First-pass DRT Iterations: 6
  • Antenna-violating nets left: 0
  • DR vias/cell: ~5.6
  • Total number of vias: 12010

Placed design
  • Port bufs: 36
  • Final Wtd Congestion: 1.001
  • Dpl hpwl: 27070 um

Timing
  • Unrepaired setup endpoints after global routing: yes
  • Fin crit period: between 20000 and 30000 ps
  • Max_slew headroom: 0.5209
  • Cycle use final: 1.336
  • Setup-failing EPs final: 16
  • Max Slew Vio Count: 0
  • Final hold slack: approximately 900 ps
  • Worst Tran Pin Value: 716.0 ps
  • Setup TNS: -102980 ps
  • Final hold violations: 0
  • Fmax achieved: 0.03860 GHz
  • Setup ws final: -6509 ps
  • Clock Skews: a little over 8 ps

Worst setup path
  • Setup CP Type: flip-flop to flip-flop
  • Worst Path Buf+Inv: 10
  • Arr. time, crit path: about 26000 ps
  • Most Frequent Cell on Critical Path: o21a_1
  • Slowest stage delay, CP: 550 ps
  • CP Capture Type: flip-flop
  • Startpoint Class: flip-flop
  • Worst-path maximum fanout: 8
  • Worst EP required: about 20000 ps
  • Cell family with most CP delay: AND-OR/OR-AND gates
  • Critical-path top delay cell: or4_4

Floorplanning
  • Die height: about 150 um
  • Chip Area: ~0.022 mm^2
  • Core area: 0.02109 mm^2
  • Row count: between 50 and 60
  • Ports: 37
  • Die width: 148.7 um
  • FP Util: 0.5106

CTS
  • CTS tree: done
  • H-tree levels: 2
  • Buffer levels on the longest clock path: 2
  • Hold buffers post-CTS: 0
  • Clock-pin slew on the worst setup and hold paths: 60 ps
  • Clk latency late pin: ~280 ps
  • Clk sinks: 35
  • CTS Buf Count: 5
  • Root Driver: clkbuf_16

Finish
  • Area growth, synth to finish: 53.43%
  • Layout cell share with drive strength beyond 1: 0.4028

Job
  • Max cap viols: 0
  • Tool Warnings: 40

Min path
  • Hold Crit Class: flip-flop to flip-flop
==> sequential cells by signal, summed over array words and instances, names as in the netlist <==
name and flops:
data_a_d1_r 8, data_o 16, data_b_d1_r 8, inst_d1_r 3
==> layer usage <==
layer	part of all wire	vias to the layer above
met5	0.00074	-
met4	0.027	4
met3	0.063	72
met2	0.45	365
met1	0.46	5578
li1	-	5989
==> what timing repair did <==
action                                  CTS  global route
endpoints found under the setup margin   16            16
resized                                  93            44
buffers inserted                         72            32
hold endpoints to repair                  0             0
pin swaps                                82            32
==> cells in the final DEF (no fill, tap or decap), types with 25 or more instances in the layout <==
master	n
a21oi_1	76
ha_1	126
a21o_1	32
o21a_1	46
nand2_1	87
nor3_1	43
clkdlybuf4s50_1	35
dfrtp_1	34
nor2_1	106
fa_1	57
o21ai_0	30
xor2_1	25
buf_4	509
xnor2_1	58
inv_1	94
==> path summary, 6_finish.rpt <==
| path | start | to | slack (ps) | cells after the start |
|---|---|---|---|---|
| worst max register to register | data_b_d1_r[6] | data_o[5] | -6510 | 144 |
| worst min-delay path | inst_d1_r[2] | data_o[4] | 900 | 3 |
| max in group asynchronous | reset_n_i | data_a_d1_r[1] | 15220 | 2 |
| worst max-delay path | data_b_d1_r[6] | data_o[5] | -6510 | 144 |
| worst min register to register | inst_d1_r[2] | data_o[4] | 900 | 3 |
| min in group asynchronous | reset_n_i | inst_d1_r[1] | 3530 | 1 |
==> through the flow <==
stage / setup WS, ps / util / area [um^2] / instances
after floorplan: -7930 / - / 11320 / 1358
after global placement: -6807 / 0.7069 / 14910 / 2045
after detailed placement: -7142 / 0.7069 / 14910 / 2045
after CTS: -6173 / 0.7622 / 16070 / 2121
after global routing: -7864 / 0.7834 / 16520 / 2153
final: -6509 / 0.7834 / 16520 / 2153
==> logic make-up after synthesis <==
group	count (synthesis)
compound gates	402
flops	35
other cells	1
buf+inv	146
simple gates	431
fa+ha+maj	207
mux	46
xor+xnor	83
==> cell type report <==
class | count | area [um^2]
diodes | 1 | 2.502
clock buffers | 5 | 125.1
clock inverters | 3 | 15.01
fillers | 1412 | 4568
inverters | 102 | 394.1
multi-input cells | 1177 | 10440
flip-flops and latches | 35 | 877.1
well taps | 275 | 344.1
repair buffers | 555 | 4319
==> tightest hold or removal path, delay by kind of cell (launching register included) <==
family	cells	cell delay (ps)
flip-flops	1	330
AND-OR/OR-AND	2	230
buffers and inverters	1	280
